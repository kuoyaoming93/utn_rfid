## design/flow/run.sh

```bash
#!/bin/bash
# OpenROAD 26Q1-2900-gdf79404cd8, Yosys 0.63+post, stock flow scripts
make -C /OpenROAD-flow-scripts/flow DESIGN_CONFIG=/design/flow/config.mk WORK_HOME=/design/flow/orfs finish
```

## design/flow/config.mk

```make
export PLATFORM = sky130hd
export DESIGN_NAME = man_mod
export DESIGN_NICKNAME = man_mod
export VERILOG_FILES = /design/flow/design.v
export SDC_FILE = /design/flow/constraint.sdc
export NUM_CORES = 4
export LEC_CHECK = 1
export CORE_AREA = 10 10 70 70
export DIE_AREA = 0 0 80 80
```

## design/flow/constraint.sdc

```tcl
current_design man_mod

set clk_period 1.9
set clk_io_pct 0.2

create_clock -name clk0 -period $clk_period [get_ports {clk}]

set non_clock_inputs [all_inputs -no_clocks]
set_input_delay [expr $clk_period * $clk_io_pct] -clock clk0 $non_clock_inputs
set_output_delay [expr $clk_period * $clk_io_pct] -clock clk0 [all_outputs]
```

## design/flow/design.v

```verilog
module man_mod #(parameter N = 4)(clk, in_enable, in_data, out_data);
input clk;			 
input in_data;		 
input in_enable;	 
output out_data;	 
reg  [N-1:0] count;	 
reg etu;	 
reg start;	 
wire [2:0]aux = {in_enable, etu, in_data};
always @ (negedge clk, negedge in_enable) begin
   if(~in_enable) begin	 
		etu <= 1'b0;
		count <= {N{1'b0}};
	   start <= 1'b0;
	end 
	else begin
		if(start == 1'b1) begin
		count <= count +1'b1;
		if(count == {N{1'b1}}) begin	 
			etu <= ~ etu;			 
			count <= {N{1'b0}};		 
		end    	
		end begin
			start <= 1'b1;
		end
	end
end
assign out_data = 		(aux == 3'b000) ?1'b0:
						(aux == 3'b001) ?1'b0:
						(aux == 3'b010) ?1'b0:
						(aux == 3'b100) ?1'b1:
						(aux == 3'b101) ?clk:
						(aux == 3'b110) ?clk:
						(aux == 3'b111) ?1'b1:						
										 1'b0;  
endmodule
```

==> metrics.sh <==
PWR_DENSITY_CELL_nW_PER_UM2=1430
ROUTED-VIA-COUNT=202
HOLDCRITPATHCLASS='flop to flop'
DRT-WIRELENGTH-PER-CELL_UM=5.87
REPORTED_MAX_CAP_VIOLATION_COUNT=0
CP-START-KIND='flop'
IO_BUFFERS=3
OVERFLOW=0
SYNTH.YOSYS.SEQ_AREA_SHARE_PCT=55.6
PIN_COUNT=4
CLOCK_LATENCY_NS=0.37
SYN_AVG_CELL_AREA_UM2=12.3
CHIPWIDTH_UM=80
ROUTE.DETAILED.DRC=0
CHIP_AREA_UM2=6400
STD_CELL_ROWS=21
ANTENNA_VIOLATIONS_BEFORE_REPAIR=0
CLOCK_SKEWS_NS=0.000952
SYNTH.CELL_AREA_UM2=270
VIA_PER_INST=2.56
POSTSYNTHREGISTERBITS=6
CORE_AREA_UM2=3420
SYNTH_CHIP_AREA_UM2=270
SYNTH.LIB_CELLS_USED.DISTINCT=13
DRV_SLEW=0
STARTING_DENSITY_PCT=7.91
FINAL_CELL_MIX='clkbuf_4 (6), dfrtn_1 (6), xnor2_1 (3)'
VIAS_IN_THE_FIRST_GLOBAL_ROUTE=209
STATIC_LEAKAGE_POWER_nW=0.169
ANTENNADIODECOUNT=0
SYNTH.TOP_CELLS.BY_AREA='dfrtn_1 (56%), xnor2_1 (9.7%), a41oi_1 (6.5%), ha_1 (4.6%), nand2b_1 (4.6%)'
TRITONCTS='yes'
AREA_GROWTH_SYN_TO_LAYOUT_PCT=52.8
DESIGN_POWER_TOTAL_W=0.000590
FINALHOLDWORSTSLACK_NS=0.464
FINAL_ANTENNA_NET_COUNT=0
GRT_START_MAX_NET_PINS=8
POWER.IR.VDD_WORST_V=0.000613
RSZ0062_AT_GRT='true'
CLK_TRANSITION_REPORTED_PATHS_NS=0.03
DETAIL_ROUTE.ITER0.VIOLATIONS=2
GRT_UTIL_ALL_LAYERS_PCT=1.60
NETLIST_INSTANCES=22
YOSYS-STAT-CELLS=22
YOSYS.AREA.TOP_TYPE='dfrtn_1'
DIE_H_UM=80
SETUP_SLACK_NS=-0.541
CRITICAL_PATH.ENDPOINT_TYPE='primary output'
WORSTSETUPPATHTYPE='flop to primary output'
WORSTPATHARRIVAL_NS=2.06
GRT_PASS1_WL_UM=786
YS_WARN_COUNT=1
NUMBER_OF_FAILING_SETUP_ENDPOINTS_IN_THE_FINAL_TIMING_REPORT=1
TOOL_WARNINGS=30
FINALWIRELENGTH_UM=464
DRT-PASS1-ITER-COUNT=2
FINAL.FILL_COUNT=397
TIMING_HOLD_VIOLATIONS_FINAL=0
REQUIRED_NS=1.52
FINAL_LAYOUT_SIZE_SUFFIX_GT1_SHARE_PCT=30.3
PLACE_CONGESTION=0.639
CRITPATHMAXFANOUT=2
SYNTH.TOP_CELL.AREA_SHARE_PCT=55.6
VIOLATIONS='setup timing'
RUN_STATUS='finished with violations'
[state kept, by name, summed over array words and instances, names as in the netlist]
| register | flops |
|---|---|
| etu | 1 |
| start | 1 |
| count | 4 |
[logic make-up (layout without fill, tap and decap cells)]
group	after synthesis	in the layout	synth area share [%]
mux	1	1	4.17
fa+ha+maj	1	1	4.63
compound gates	5	5	13.9
simple gates	5	5	10.6
buf+inv	0	11	0
other cells	1	1	1.39
flops	6	6	55.6
xor+xnor	3	3	9.72
[timing repair]
action,in CTS,in global routing
hold buffers,0,0
pin swaps,2,2
setup buffers,0,0
resized,3,0
setup endpoints to repair,1,1
[Yosys cell counts, drive strengths merged]
cell type  instances
mux2               1
and3               1
o21a               1
o21ai              1
xnor2              3
conb               1
ha                 1
nand4              1
dfrtn              6
a41oi              2
nand2b             2
a21o               1
nand2              1
[stage by stage]
| stage | setup slack (ns) | cell area, um2 | utilization, % | TNS, ns | std cells |
|---|---|---|---|---|---|
| final | -0.541 | 413 | 12.1 | -0.541 | 79 |
| after global routing | -0.640 | 413 | 12.1 | -0.640 | 79 |
| after CTS | -0.586 | 413 | 12.1 | -0.586 | 79 |
| after detailed placement | -0.504 | 373 | 10.9 | -0.504 | 73 |
| after global placement | -0.496 | 373 | 10.9 | -0.496 | 73 |
| after floorplan | -0.0524 | 270 | - | -0.0524 | 22 |
[worst max-delay path: stages (launching register included)]
cell,delay (ns)
dfrtn_1,0.41
xnor2_1,0.06
o21a_1,0.16
buf_2,0.11
[path summary, 6_finish.rpt]
path	start	to	slack, ns	cells after the start
worst min register to register	count[3]	count[3]	0.46	1
max in group asynchronous	in_enable	count[3]	0.61	2
worst min-delay path	count[3]	count[3]	0.46	1
worst max-delay path	etu	out_data	-0.54	3
worst max register to register	count[0]	etu	0.78	3
min in group asynchronous	in_enable	count[1]	1.14	2
[layer usage]
metal	wire [um]	track usage, %
met4	14	1.41
met2	159	1.52
met1	226	1.62
met5	0	0
met3	64	2.05
[layout make-up]
type | count | area, um2 | share of cell area [%]
clock buffer | 7 | 50.0 | 12.1
multi-input combinational | 16 | 120 | 29.1
sequential | 6 | 150 | 36.4
tap | 46 | 57.6 | 13.9
timing repair buffer | 4 | 35.0 | 8.48
[report_power, final]
group | internal, W | switching, W
Sequential | 0.000184 | 0.0000522
Clock | 0.000152 | 0.0000694
Combinational | 0.0000857 | 0.0000467
Total | 0.000422 | 0.000168
